<file path="design/flow/run.sh">
#!/bin/bash
# OpenROAD 26Q1-2900-gdf79404cd8, Yosys 0.63+post, stock flow scripts
make -C /OpenROAD-flow-scripts/flow DESIGN_CONFIG=/design/flow/config.mk WORK_HOME=/design/flow/orfs finish
</file>
<file path="design/flow/config.mk">
export PLATFORM = sky130hd
export DESIGN_NAME = SPI_Wrapper
export DESIGN_NICKNAME = SPI_Wrapper
export VERILOG_FILES = /design/flow/design.v
export SDC_FILE = /design/flow/constraint.sdc
export NUM_CORES = 4
export LEC_CHECK = 1
export CORE_UTILIZATION = 40
</file>
<file path="design/flow/constraint.sdc">
current_design SPI_Wrapper

set clk_period 43.0
set clk_io_pct 0.2

create_clock -name clk0 -period $clk_period [get_ports {clk}]

set non_clock_inputs [all_inputs -no_clocks]
set_input_delay [expr $clk_period * $clk_io_pct] -clock clk0 $non_clock_inputs
set_output_delay [expr $clk_period * $clk_io_pct] -clock clk0 [all_outputs]
</file>
<file path="design/flow/design.v">
module RAM_Sync_Single_port (din,rx_valid,clk,rst_n,dout,tx_valid);
	parameter MEM_DEPTH = 256;
	parameter ADDR_SIZE = 8;
	input [9:0] din;
	input clk,rst_n,rx_valid;
	output reg [ADDR_SIZE-1:0] dout;
	output reg tx_valid;
	reg [ADDR_SIZE-1:0] mem [MEM_DEPTH-1:0];
	reg [ADDR_SIZE-1:0] addr_rd,addr_wr;
	always @(posedge clk) begin
		if (!rst_n) begin
			dout<=0;
			tx_valid<=0;
		end
		else 
			case(din[9:8])
			2'b00: if(rx_valid)begin 
						addr_wr<=din[7:0];
						tx_valid<=0;
				   end
			2'b01: if(rx_valid)begin  
						mem[addr_wr]<=din[7:0];
						tx_valid<=0;
				   end
			2'b10: if(rx_valid)begin 
					addr_rd<=din[7:0];
					tx_valid<=0;
				   end 
			2'b11: begin
					dout<=mem[addr_rd];
				    tx_valid<=1;
				   end
			endcase
	end
endmodule
module SPI_Slave (MOSI,SS_n,clk,rst_n,tx_data,tx_valid,MISO,rx_data,rx_valid);
	input MOSI,clk,rst_n,SS_n,tx_valid;
	input [7:0] tx_data;
	output reg MISO,rx_valid;
	output reg [9:0] rx_data;
	parameter IDLE = 3'b000;
	parameter CHK_CMD = 3'b001;
	parameter WRITE = 3'b010;
	parameter READ_ADD = 3'b011;
	parameter READ_DATA = 3'b100;
	reg [3:0] counter;
	reg rd_mode;
	reg [9:0] RISO;
	(* fsm_encoding = "sequential" *)
	reg [2:0] cs,ns;
	always @(posedge clk) begin
		if (!rst_n)begin
			cs<=IDLE;
		end
		else
			cs<=ns;
	end
	always @(*) begin
		case(cs)
			IDLE:if (SS_n)
					ns=IDLE;
				 else
				  	ns=CHK_CMD;
			CHK_CMD:if (SS_n)
						ns=IDLE;
					else if (SS_n == 0 && MOSI == 0)
						ns=WRITE;
					else if (SS_n == 0 && MOSI == 1 && rd_mode == 0)
						ns=READ_ADD;
					else if (SS_n == 0 && MOSI == 1 && rd_mode == 1)
						ns=READ_DATA;
			WRITE:if(SS_n)
					ns=IDLE;
				  else  
				  	ns=WRITE;
			READ_ADD:if(SS_n)
						ns=IDLE;
					 else 
					 	ns=READ_ADD;
			READ_DATA:if(SS_n)
						ns=IDLE;
					  else 
					  	ns=READ_DATA;
		endcase
	end
	always @(posedge clk) begin
		case (cs)
        IDLE: begin
        	counter <=0;
        	rx_valid<=0;
            MISO <= 0;
            rx_data <= 0;
            RISO <= 0;
        	end
		WRITE:begin
			if (counter != 10)begin
				counter<=counter+1;
				RISO[9-counter]<=MOSI;
			end
			else if (counter == 10)begin
					rx_data<=RISO;
					rx_valid<=1;
					counter<=0;
					rd_mode<=0;		  	
			end
			end
		READ_ADD:begin
			if (counter != 10)begin
				counter<=counter+1;
				RISO[9-counter]<=MOSI;
			end
			else if (counter == 10)begin
					rx_data<=RISO;
					rx_valid<=1;
					counter<=0;
					rd_mode<=1;			  	
			end	
			end
		READ_DATA: begin
			if (tx_valid == 0 && counter < 10)begin
				counter<=counter+1;
				RISO[9-counter]<=MOSI;
			end
			else if (tx_valid == 0 && counter == 10)begin
					rx_data<=RISO;
					rx_valid<=1;
					counter<=0;		  	
			end
			else if (tx_valid==1 && counter < 8 ) begin
					counter<=counter+1;
					MISO<=tx_data[7-counter];
			end
			else if (counter >= 8 )begin
					counter<=0;
					rd_mode<=0;	
			end
			end
		endcase
	end
endmodule
module SPI_Wrapper (MOSI,SS_n,clk,rst_n,MISO);
	parameter IDLE = 3'b000;
	parameter CHK_CMD = 3'b001;
	parameter WRITE = 3'b010;
	parameter READ_ADD = 3'b011;
	parameter READ_DATA = 3'b100;
	input clk,rst_n,SS_n,MOSI;
	output MISO;
	wire [7:0] dout;
	wire tx_valid,rx_valid;
	wire [9:0] rx_data;
	SPI_Slave #(.IDLE(IDLE),.CHK_CMD(CHK_CMD),.WRITE(WRITE),.READ_ADD(READ_ADD),.READ_DATA(READ_DATA)) SPI (MOSI,SS_n,clk,rst_n,dout,tx_valid,MISO,rx_data,rx_valid);
	RAM_Sync_Single_port RAM (rx_data,rx_valid,clk,rst_n,dout,tx_valid);
endmodule
</file>
==> qor.csv <==
metric,value,unit
Hold Slack,481.0,ps
number of enable flip-flop cells,2091,
Syn Inst Count,4077,
Yosys cell types,75,
Hold Path Sink,RAM.dout[5],
static leakage,29.22,nW
vias in the first global route,46250,
Yosys Chip Area,82820,µm²
pin count of the biggest net entering global routing,104,
r2r worst-path depth,10,
PortBufs,4,
# hold bufs at CTS,0,
HP Class,flip-flop to flip-flop,
PostCTS Resize Cnt,0,
Slew headroom,0.2029,
Worst setup EP type,flip-flop,
Rows,166,
worst hold start,RAM.dout[5],
Tot GR Track Use,0.2410,
synth warn,4,
Max-cap violations,0,
Crit path max-delay family,simple AND/OR/NAND/NOR gates,
final RePlAce weighted congestion,0.9851,
Starting DRT DRC Count,2952,
Filler Cells Inserted,16870,
status,"complete, no violations",
Reg area,63080,µm²
Crit path largest cell delay,580,ps
Setup TNS Final,0,ps
Die X,457.0,µm
core footprint,205200,µm²
"FF+latch count, synth",2106,
Slew Limit Fails,0,
drt first pass iters,8,
worst-path cell chain,"clkdlybuf4s50_1, buf_4, nand2_1, nor3b_2, buf_4, nor3b_1, nand2_1, buf_4, nor2_1",
CP Buf/Inv Count,4,
Worst path most repeated cell,buf_4,
CP arrival,11970,ps
slowest cell on the critical path,nor2_1,
mapped cell area,82820,µm²
Log Warnings,35,
Pre-Place Util,0.4036,
RSZ-0062 raised after global routing,no,
TritonCTS clock tree,yes,
Mapped Avg Cell Area,20.31,µm²
Placed Cells,6692,
Hold Crit Depth,2,
Worst setup SP type,input port,
R2R Path Start,RAM.addr_rd[0],
layout cell share with drive strength beyond 1,0.2027,
area delta synth->final,11.84,%
TritonCTS buffer count,201,
register pins left without a clock,3,
ys async rst share,0,
global-route wire length before repair,325600,µm
Tcrit/Tclk final,0.2676,
crit path kind,input port to flip-flop,
Final Instance Count excl. Fillers,7065,
clk latency of the worst-skew pair,850,ps
Fin. Hold Viols,0,
Routed wire per std cell,31.95,µm
Congestion Overflow GR,0,
post-route ant nets,0,
clock root buffer,clkbuf_16,
maximum root-to-sink buffer count,3,
Peak Freq,0.08690,GHz
Post-CTS Setup Inserts,0,
clock-pin transition on the worst setup and hold timing paths,60,ps
"Primary FF master, synth",edfxtp_1,
# Cells Yosys,4077,
pwr/cell area,43.96,nW/µm²
Die H,457.0,µm
Final Setup Violations,0,
VDD IR max,0.00005188,V
DRT Wirelength,225700,µm
DRC violations left,0,
R2R Setup Slk,37480,ps
antenna cell count,0,
endpoints left unconstrained,3,
DR vias/cell,5.864,
H-tree depth,4,
routed vias,41430,
initial antenna violation count,1,
Worst Tran Pin Value,1166,ps
worst endpoint required time,43460,ps
CP max FO,15,
Final min period,11510,ps
I/O pin count,5,
Reg2Reg Capture Point,RAM.dout[0],
Logic area,18000,µm²
full die area,208900,µm²
hpwl dp,143200,µm
clk_skew,42.46,ps
[cells in the final DEF, fill, tap and decap left out, types with 43 or more instances in the layout]
master,count
a21oi_1,65
buf_4,158
clkbuf_16,202
clkinv_1,43
clkinv_2,43
edfxtp_1,2091
mux2i_1,249
mux4_2,389
nand2_1,104
nor2_1,314
o221ai_1,52
o22ai_1,75
[logic make-up after synthesis]
logic type | Yosys count | synth area share
AND-OR/OR-AND | 386 | 0.03296
XOR/XNOR | 5 | 0.0005289
adder cells (fa/ha/maj) | 13 | 0.001964
buffers and inverters | 253 | 0.02186
flip-flops | 2103 | 0.7611
latches | 3 | 0.0005438
multiplexers | 674 | 0.1458
AND/OR/NAND/NOR | 640 | 0.03523
[synthesized netlist by cell type (11+ instances only)]
library cell  instances  area [µm²]
mux2i_1             249        2492
buf_8                19       285.3
clkbuf_8             14       192.7
clkbuf_1             94       352.8
nor4_1               18       112.6
a22o_1               16       140.1
nor2b_1              28       175.2
a21oi_1              65       325.3
nand2_1             105       394.1
nor2_1              315        1182
a22oi_1              41       307.8
o22ai_1              75       469.2
buf_6                35       394.1
edfxtp_1           2091       62790
or3_1                11       68.82
buf_4                23       172.7
o221ai_1             52       455.4
buf_2                45       225.2
dfxtp_1              12       240.2
a211oi_1             13       97.59
o21ai_0              29       145.1
nand3_1              42       210.2
mux4_1               28       735.7
nand4_1              16       100.1
a2111oi_0            28       245.2
nand2b_1             11       68.82
nor3_1               37       185.2
ha_1                 13       162.7
mux4_2              389        8761
and2_1               16       100.1
[area by class of cell]
cell class | count | area share
Clock buffer | 228 | 0.05574
Clock inverter | 145 | 0.01725
Inverter | 10 | 0.0004323
Multi-Input combinational cell | 1718 | 0.1943
Sequential cell | 2106 | 0.6810
Tap cell | 2688 | 0.03631
Timing Repair Buffer | 170 | 0.01497
[how the worst max path moves through the flow]
stage	start	endpoint	slack, ps	cells past startpoint
after global routing	rst_n	RAM.mem[50][2]	31340	9
final	rst_n	RAM.mem[50][0]	31490	9
after CTS	rst_n	RAM.mem[50][4]	31620	9
[power breakdown]
part	internal, W	total (W)	switching [W]
Clock	0.00104	0.00180	0.000763
Sequential	0.00223	0.00223	0.00000159
Combinational	0.00000743	0.0000345	0.0000271
[per-stage QoR]
step,util,setup slack [ps],power (W),area [µm²]
after floorplan,-,32330,0.002297,82820
after global placement,0.4184,30730,0.002314,85860
after detailed placement,0.4184,30710,0.002313,85860
after CTS,0.4514,31620,0.004100,92620
after global routing,0.4514,31340,0.004177,92620
final,0.4514,31490,0.004072,92620
[flip-flops by register name, indices dropped and copies added (netlist names)]
register	count
RAM.mem	2048
SPI.cs	3
SPI.rd_mode	1
SPI.MISO	1
RAM.addr_rd	8
RAM.dout	8
RAM.tx_valid	1
SPI.RISO	10
SPI.rx_data	10
SPI.counter	4
SPI.ns	3
RAM.addr_wr	8
SPI.rx_valid	1
[routing by layer]
layer | share of wire | up-vias | global-route usage
met3 | 0.19 | 443 | 0.2112
met1 | 0.31 | 20520 | 0.2771
met4 | 0.039 | 22 | 0.07066
met2 | 0.45 | 3214 | 0.3343
li1 | - | 17230 | -
met5 | 0.0033 | - | 0.02572
[worst register-to-register path, cell delays in order, from the launching register on]
cell       delay [ps]
edfxtp_1          820
buf_4             620
buf_12            550
buf_4             670
mux2i_1           210
o221ai_1          590
a21oi_1           430
a31oi_1           690
o2111ai_1         200
nor4_1            530
a211o_1           160
Power is estimated from default activity; no workload was simulated.
